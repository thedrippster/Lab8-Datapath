File: run.sh
#!/bin/bash
# OpenROAD 26Q1-2900-gdf79404cd8, Yosys 0.63+post, stock flow scripts
make -C /OpenROAD-flow-scripts/flow DESIGN_CONFIG=/design/flow/config.mk WORK_HOME=/design/flow/orfs finish
File: config.mk
export PLATFORM = sky130hd
export DESIGN_NAME = adder_offset
export DESIGN_NICKNAME = adder_offset
export VERILOG_FILES = /design/flow/design.v
export SDC_FILE = /design/flow/constraint.sdc
export NUM_CORES = 4
export LEC_CHECK = 1
export CORE_AREA = 10 10 85 85
export DIE_AREA = 0 0 95 95
File: constraint.sdc
current_design adder_offset

set clk_period 18.1
set clk_io_pct 0.2

create_clock -name clk0 -period $clk_period

set non_clock_inputs [all_inputs -no_clocks]
set_input_delay [expr $clk_period * $clk_io_pct] -clock clk0 $non_clock_inputs
set_output_delay [expr $clk_period * $clk_io_pct] -clock clk0 [all_outputs]
File: design.v
module adder_offset (in, offset, out);
	input [31:0] in, offset;
	output signed [31:0] out;
	wire [32:0] temp;
	assign temp = {1'b0, in} + {1'b0, offset};
	assign out = temp[31:0];
endmodule
==> reports/notes.md <==
- clkdlybuf4s50_1 -> ha_1 -> fa_1 -> a21o_1 -> a31o_2 -> nand3_1 -> o221ai_1 -> a311oi_1 -> o21bai_1 -> xor2_1 -> clkdlybuf4s50_1 — list of cells traversed by the critical path
- 568 ps — transition time at the pin with the least slew margin
- 27 — row cnt
- primary output — kind of capture point of the worst setup path
- 0 ps — accumulated negative setup slack
- 0.00903 sq mm — Die Outline Area
- 14.6 um — wire per inst
- 0 — pins over their slew limit
- sky130_fd_sc_hd__ha_1, sky130_fd_sc_hd__a21oi_1, sky130_fd_sc_hd__a21o_1 — Top cells by area
- 0 — Resized Gates After CTS
- 0.00174 sq mm — Synth Cell Area
- 5100 um — final HPWL from detailed placement
- 5810 um — sum of routed wire length over all layers
- 0.0180 mV — maximum vdd ir drop
- 6570 ps — Arr. time, crit path
- 0.123 — total global routing track utilization
- no — unrepaired setup endpoints after global routing
- 0.897 — weighted congestion at the end of routability-driven global placement
- in -> out — category of the critical setup timing path
- 32 — total tool warning count
- 0 — number of antenna diodes
- 0 — antenna viol nets, final
- 241 — cell count listed in synth_stat.txt
- 14480 ps — data required time of the critical path
- 96 — input/output buffers
- 63 — drt first-iter violations
- 1.18 nW — leak pwr
- primary input — Startpoint Class
- in -> out — classification of the worst-slack hold path
- 0 — initial antenna violation count
- 0.00547 sq mm — floorplan core area
- 2009 — number of global-route vias before repair
- completed — status
- sky130_fd_sc_hd__ha_1 — biggest area consumer among synthesized cells
- 0.611 — Rel. slew slack
- 0 — # clk buffers
- 7.24 sq um — syn avg cell area
- 0.00174 sq mm — synthesized chip area reported by yosys
- 38.6 mW/mm^2 — Power Density
- 0.106 mW — total power of the final layout
- 95 um — die width
- 57.7% — Synth-to-Final Area Change
- 241 — cells after synthesis
- 0 — detailed-route DRC error count
- 0 sq um — storage element area
- 4 — Pre-Repair DR Iteration Count
- 95 um — die height
- 0.222 — Top cell area share
- 0 — total congestion overflow after global routing
- 5.17 — routed via count divided by cell count
- 4 — maximum net fanout on the critical path
- 11 — pin count of the biggest net entering global routing
- 0.319 — starting density of the core
- 0 — final hold violation count
- 0 — number of flip-flops and latches
- 0 — hold bufs inserted after CTS
- 490 ps — delay of the slowest cell on the worst path
- 0 — max capacitance violation total
- sky130_fd_sc_hd__clkdlybuf4s50_1 — cell seen most often among critical-path stages
- 2059 — total via count in the routed design
- 96 — number of I/O pins
- sky130_fd_sc_hd__clkdlybuf4s50_1 — standard cell with the maximum stage delay on the critical path
- 0.0307 — layout cells sized above 1
- 9520 um — wire length of the first global-routing pass
- 10190 ps — final period demand of the worst path
- 3 — count of cells along the worst hold path
- 0 — post-synthesis sequential area ratio
- 0 — post-CTS setup-driven buffer insertion count
- 0.563 — cycle use final
- 50 — Cell Type Count
- 98.1 MHz — highest achievable clock rate
- 0 — Yosys Warn Count
- 0 — Final setup viols
-- power breakdown --
group | internal (mW) | switching (mW)
logic | 0.0642 | 0.0419
registers | 0 | 0
clock network | 0 | 0
total | 0.0642 | 0.0419
-- metrics by stage --
| stage | hold WS, ps | instance area [sq um] | std cells | utilization | setup slack [ps] |
|---|---|---|---|---|---|
| floorplan | 7310 | 1740 | 241 | - | 9030 |
| global placement | 8280 | 2750 | 398 | 0.503 | 7960 |
| detailed placement | 8290 | 2750 | 398 | 0.503 | 7900 |
| CTS | 8280 | 2750 | 398 | 0.503 | 7900 |
| global route | 8310 | 2750 | 398 | 0.503 | 7630 |
| finish | 8280 | 2750 | 398 | 0.503 | 7910 |
-- worst paths after layout --
check	end	slack, ps	startpoint
worst min-delay path	out[0]	8280	in[0]
worst max-delay path	out[26]	7910	offset[0]
-- cell families (layout without fill, tap and decap cells) --
family,after synthesis,in the layout,synth area share
buffers and inverters,17,102,0.0380
and+or+nand+nor,65,65,0.183
adders and majority gates,32,32,0.234
AOI/OAI and AO/OA,97,97,0.393
xor gates and xnor gates,28,28,0.141
muxes,2,2,0.0115
-- critical path, delay by kind of cell --
kind	cells	cell delay [ps]
compound gates	5	1180
xor+xnor	1	140
simple gates	1	90
buf+inv	2	890
fa+ha+maj	2	640
-- cells in the mapped netlist, types with 2 or more instances --
| cell | n |
|---|---|
| sky130_fd_sc_hd__mux2i_1 | 2 |
| sky130_fd_sc_hd__buf_2 | 2 |
| sky130_fd_sc_hd__nand2_1 | 18 |
| sky130_fd_sc_hd__o21ai_0 | 13 |
| sky130_fd_sc_hd__o211ai_1 | 3 |
| sky130_fd_sc_hd__nand2b_1 | 2 |
| sky130_fd_sc_hd__xor2_1 | 15 |
| sky130_fd_sc_hd__a31oi_1 | 3 |
| sky130_fd_sc_hd__o21a_1 | 2 |
| sky130_fd_sc_hd__o311ai_1 | 2 |
| sky130_fd_sc_hd__a21o_1 | 19 |
| sky130_fd_sc_hd__a21oi_1 | 29 |
| sky130_fd_sc_hd__o21bai_1 | 4 |
| sky130_fd_sc_hd__a211oi_1 | 3 |
| sky130_fd_sc_hd__nand4_1 | 8 |
| sky130_fd_sc_hd__nor3_1 | 4 |
| sky130_fd_sc_hd__ha_1 | 31 |
| sky130_fd_sc_hd__clkbuf_1 | 8 |
| sky130_fd_sc_hd__nor2_1 | 12 |
| sky130_fd_sc_hd__inv_1 | 6 |
| sky130_fd_sc_hd__a311oi_1 | 2 |
| sky130_fd_sc_hd__or2_2 | 3 |
| sky130_fd_sc_hd__o221ai_1 | 2 |
| sky130_fd_sc_hd__nand3_1 | 10 |
| sky130_fd_sc_hd__xnor2_1 | 13 |
-- metal layers --
layer | vias to the layer above | share of wire | GRT usage
met5 | - | 0 | 0
met4 | 0 | 0.0062 | 0.00748
met3 | 4 | 0.075 | 0.0272
met2 | 63 | 0.43 | 0.205
met1 | 900 | 0.49 | 0.166
li1 | 1092 | - | -
-- cell type report --
type	count	area, sq um
fillers	548	2720
multi-input cells	224	1680
well taps	72	90.1
inverters	6	22.5
repair buffers	96	961
-- cell usage in the layout, fill, tap and decap left out, drive strengths merged, types with 3 or more instances in the layout --
master         count
a211oi             3
a21o              19
a21oi             29
a311oi             3
a31oi              3
clkdlybuf4s50     96
ha                31
inv                6
nand2             18
nand3             10
nand4              8
nor2              12
nor3               4
o211ai             3
o21ai             15
o21bai             5
or2                3
xnor2             13
xor2              15
Power and IR drop assume default switching activity.
