### /design/flow/design.v
module imm_gen (in, sel, out);
	input [31:0] in;
	input [1:0] sel;
	output reg [31:0] out;
	always @ (in or sel) begin
		case (sel)
			2'b00: out [31:0] = {32'b0};  
			2'b01: out [31:0] = {{20{in[31]}}, {in [31:20]}};  
			2'b10: out [31:0] = {{20{in[31]}}, {in[31:25]}, {in[11:7]}};  
			2'b11: out [31:0] = {{20{in[31]}}, in[31], in[7], {in[30:25]}, {in[11:8]}};  
			default: out = 32'bx;
		endcase
	end
endmodule
### /design/flow/run.sh
#!/bin/bash
# OpenROAD 26Q1-2900-gdf79404cd8, Yosys 0.63+post, stock flow scripts
make -C /OpenROAD-flow-scripts/flow DESIGN_CONFIG=/design/flow/config.mk WORK_HOME=/design/flow/orfs finish
### /design/flow/config.mk
export PLATFORM = sky130hd
export DESIGN_NAME = imm_gen
export DESIGN_NICKNAME = imm_gen
export VERILOG_FILES = /design/flow/design.v
export SDC_FILE = /design/flow/constraint.sdc
export NUM_CORES = 4
export LEC_CHECK = 1
export CORE_AREA = 10 10 70 70
export DIE_AREA = 0 0 80 80
### /design/flow/constraint.sdc
current_design imm_gen

set clk_period 1.6
set clk_io_pct 0.2

create_clock -name clk0 -period $clk_period

set non_clock_inputs [all_inputs -no_clocks]
set_input_delay [expr $clk_period * $clk_io_pct] -clock clk0 $non_clock_inputs
set_output_delay [expr $clk_period * $clk_io_pct] -clock clk0 [all_outputs]
==> flow.log <==
[report] implementation figures
INFO  metric outcome = completed
INFO  metric setup.worst_path.end_class = primary output
INFO  metric rsz0062_at_grt = no
INFO  metric sequential_cell_area_fraction_in_the_yosys_report = 0%
INFO  metric max-vdd-ir-drop = 0.0634 mV
INFO  metric hold-worst-slack = 1.13 ns
INFO  metric worstHoldPathCells = 4
INFO  metric post_drt_via_cell_ratio = 3.51
INFO  metric global_route.usage.total = 5.29%
INFO  metric seq_cell_count = 0
INFO  metric yosysWarnings = 1
INFO  metric final_wirelength = 1.84 mm
INFO  metric hpwl = 1.42 mm
INFO  metric layout-area-overhead-vs-synth = 111%
INFO  metric register_area = 0 um2
INFO  metric min-delay-path-class = in2out
INFO  metric slew_viol_final = 0
INFO  metric clock_buffers = 0
INFO  metric yosys-top-cells-count = 22 x buf_4, 20 x mux2i_1, 10 x nand2_1
INFO  metric drt_pre_antenna_iters = 3
INFO  metric warnings = 47
INFO  metric yosys.cell_types.count = 10
INFO  metric floorplan.die.width = 80 um
INFO  metric total_leakage_power = around 0.55 nW
INFO  metric cellPowerDensity = between 200 and 250 nW/um2
INFO  metric timing.final.crit_period = around 1.6 ns
INFO  metric rows = 21
INFO  metric globalplace.congestion = between 0.7 and 0.8
INFO  metric worst_pin_slew = 0.143 ns
INFO  metric mappedNetlistArea = 464 um2
INFO  metric timing.critical_path.required = 1.28 ns
INFO  metric synth.avg_cell_area = 7.87 um2
INFO  metric whs_endpoint = out[7]
INFO  metric yosys-stat-area = 464 um2
INFO  metric finish.cell_count_without_fillers = 144
INFO  metric post_synthesis_cells = 59
INFO  metric first_global_vias = 545
INFO  metric total_power = 0.235 mW
INFO  metric grt_max_degree = 12
INFO  metric placement.cell_area = 908 um2
INFO  metric cp.arrival = 1.24 ns
INFO  metric post_drt_wl_per_cell = 12.8 um
INFO  metric ioPinCount = 66
INFO  metric maxCapViolations = 0
INFO  metric portBuffers = 51
INFO  metric drt_iter0_markers = 11
INFO  metric dieArea = 6400 um2
INFO  metric die-height = 80 um
INFO  metric synth_largest_type_area_fraction = 43.1%
INFO  metric final-setup-viol-count = 0
INFO  metric max_transition_margin = 90.2%
INFO  metric fmaxAchievable = 640 MHz
INFO  metric cts-hold-fix-buffers = 0
INFO  metric dpl_worst_slack = -0.541 ns
INFO  metric route.antenna.remaining_nets = 0
INFO  metric hold_start = in[27]
INFO  metric timing_worst_setup_path_type = in2out
INFO  metric grt_antenna_before_repair = 0
INFO  metric wire_length_of_the_first_global_routing_pass = 2.78 mm
INFO  metric detail_route.antenna_diodes = 0
INFO  metric pre_placement_core_utilization = 13.6%
INFO  metric vias = 506
INFO  metric post_route_cells_drive_above_1_share = 16.3%
INFO  metric count_leader_synth = buf_4
INFO  metric timing.critical_path.from_type = input port
INFO  metric core = ~3400 um2
INFO  metric drc = 0
INFO  metric area_leaders = mux2i_1 43%, buf_4 36%, nand2_1 8.1%
INFO  metric yosysTopAreaCell = mux2i_1
INFO  metric finalCritPeriodShare = 97.7%
INFO  metric final-hold-violation-count = 0
INFO  metric gr-total-overflow = 0
INFO  metric critical_path.max_fanout = 5
INFO  metric worst_slack = 0.0367 ns
INFO  metric numPlacedInstances = 138
INFO  metric ys_cells = just under 60
INFO  metric final_area = 981 um2
-- critical path, cell delays in order --
cell and delay, ns:
buf_6 0.10, buf_12 0.13, o21a_4 0.21, buf_6 0.12, buf_4 0.12, dlygate4sd2_1 0.24
-- metal layers --
metal | global-route usage (%) | part of all wire (%)
met5 | 0 | 0
met4 | 0 | 0
met3 | 1.82 | 11
met2 | 9.23 | 46
met1 | 6.46 | 43
-- cells in the final DEF (no fill, tap or decap), drive strengths merged --
master,n
a21oi,1
clkdlybuf4s50,9
clkdlybuf4s15,1
dlygate4sd2,37
nand2,10
mux2i,20
a31oi,1
dlymetal6s2s,2
nand2b,1
buf,13
bufbuf,2
o21a,1
-- kinds of logic (layout without fill, tap and decap cells) --
family,after synthesis,after routing,share of synthesized area (%)
simple gates,11,11,9.44
mux,20,20,43.1
compound gates,3,3,4.04
buf+inv,25,64,43.4
-- metrics by stage --
stage          TNS (ns)  utilization (%)
2_1_floorplan         0                -
4_1_cts               0             28.5
3_5_place_dp     -16.80             26.6
6_report              0             28.7
5_1_grt               0             28.7
3_3_place_gp     -16.63             26.6
-- final cells by class --
class / count / area, um2
multi-input combinational: 34 / 270
timing repair buffer: 64 / 653
tap: 46 / 57.6
fill: 377 / 2430
-- how the worst max path moves through the flow --
stage / startpoint / endpoint / cells after the start
6_report: sel[1] / out[17] / 6
5_1_grt: sel[1] / out[8] / 5
4_1_cts: in[27] / out[6] / 4
-- power by group --
| group | switching, mW | total, mW | internal (mW) |
|---|---|---|---|
| combinational | 0.0680 | 0.235 | 0.167 |
| sequential | 0 | 0 | 0 |
| clock | 0 | 0 | 0 |
-- timing repair --
item,CTS,global route
gates resized,55,3
pin swaps,1,1
gates cloned,4,0
endpoints found under the setup margin,32,4
buffers inserted,2,0
Power is estimated from default activity; no workload was simulated.
