==> ./design.v <==
module PC (in, clk, rst, out);
	input [31:0] in;
	input clk, rst;
	output reg [31:0] out;
	always @ (posedge clk) begin
		if (rst)
			out = 32'b0;
		else 
			out = in;
	end
endmodule
==> ./config.mk <==
export PLATFORM = sky130hd
export DESIGN_NAME = PC
export DESIGN_NICKNAME = PC
export VERILOG_FILES = /design/flow/design.v
export SDC_FILE = /design/flow/constraint.sdc
export NUM_CORES = 4
export LEC_CHECK = 1
export CORE_AREA = 10 10 102 102
export DIE_AREA = 0 0 112 112
==> ./constraint.sdc <==
current_design PC

set clk_period 1.0
set clk_io_pct 0.2

create_clock -name clk0 -period $clk_period [get_ports {clk}]

set non_clock_inputs [all_inputs -no_clocks]
set_input_delay [expr $clk_period * $clk_io_pct] -clock clk0 $non_clock_inputs
set_output_delay [expr $clk_period * $clk_io_pct] -clock clk0 [all_outputs]
==> ./run.sh <==
#!/bin/bash
# OpenROAD 26Q1-2900-gdf79404cd8, Yosys 0.63+post, stock flow scripts
make -C /OpenROAD-flow-scripts/flow DESIGN_CONFIG=/design/flow/config.mk WORK_HOME=/design/flow/orfs finish
==> flow_metrics.env <==
# yosys + openroad results
export IMPL_largest_register_ffs=32
export IMPL_hold_class="input pin to flop"
export IMPL_ant_nets=0
export IMPL_clkSlewWorstSetupHoldPaths_ns=0.07
export IMPL_drive_above_1_share_pct=21.17
export IMPL_chip_area_um2=12540
export IMPL_num_antenna_cells=0
export IMPL_clk_path_buf_depth=2
export IMPL_synth_adder_area_share_pct=0
export IMPL_switchingPower_uw=528.7
export IMPL_area_growth_pct=95.94
export IMPL_synth_logic_top_family="simple AND/OR/NAND/NOR gates"
export IMPL_core_um2=8217
export IMPL_cp_num_buf_inv=1
export IMPL_fin_crit_sh_pct=95.59
export IMPL_powerDensity_nw_per_um2=1517
export IMPL_worst_pin_slew_ns=0.1486
export IMPL_vias=688
export IMPL_ys_seq_share_pct=74.20
export IMPL_dr_pass1_iters=2
export IMPL_critPathMaxStageDelay_ns=0.32
export IMPL_xor_share_pct=0
export IMPL_slew_viol_final=0
export IMPL_power_uw=2566
export IMPL_path_delay_family="flip-flops"
export IMPL_synth_warning_count=1
export IMPL_synthCells=67
export IMPL_peakVddDrop_mv=0.3965
export IMPL_crit_chain="clkdlybuf4s15_1"
export IMPL_worstSetupEndpointType="output port"
export IMPL_cell_internal_pwr_uw=2037
export IMPL_ys_cells=67
export IMPL_pwr_share_clk_pct=36.2
export IMPL_status="finished, final reports clean"
export IMPL_grt_pass1_wl_um=4181
export IMPL_overflow=0
export IMPL_rsz0062_at_grt="false"
export IMPL_warnings=25
export IMPL_grt_pass1_vias=738
export IMPL_crit_arrival_ns=0.76
export IMPL_yosysTopAreaCellShare_pct=74.20
export IMPL_pin_count=66
export IMPL_yosysTopAreaCell="dfxtp_1"
export IMPL_grt_max_degree=33
export IMPL_slew_headroom_pct=90.09
export IMPL_top_cells_by_area="dfxtp_1, nor2b_1, buf_4"
export IMPL_die_width_um=112
export IMPL_yosysUniqueCellTypes=3
export IMPL_grt_use_total_pct=4.071
export IMPL_p_seq_share_pct=53.2
export IMPL_routedWlPerCell_um=11.04
export IMPL_cts_htree_levels=2
export IMPL_fmax_mhz=1046
export IMPL_p_sw_share_pct=20.60
export IMPL_drtIter0Drc=2
export IMPL_cp_required_ns=0.80
export IMPL_maxCapViolCount=0
export IMPL_combPwrFrac_pct=10.6
export IMPL_clkSinkCount=32
export IMPL_critical_path_max_fanout=1
export IMPL_cts_made_buffers=5
export IMPL_cts_tree="built"
export IMPL_post_route_util_pct=20.59
export IMPL_yosys_mux_area_fraction_pct=0
export IMPL_ys_ff=32
export IMPL_cts_root_buf="clkbuf_8"
export IMPL_hold_violations=0
export IMPL_synth_avg_cell_area_um2=12.89
export IMPL_setup_viol=0
export IMPL_fp_util_pct=10.51
export IMPL_synth_chip_area_um2=863.3
export IMPL_row_count=33
export IMPL_fin_crit_ns=0.9559
export IMPL_critPathKind="flop to output port"
export IMPL_mappedNetlistArea_um2=863.3
export IMPL_route_detailed_drc=0
export IMPL_slowest_stage="dfxtp_2"
export IMPL_gp_congestion=0.6729
export IMPL_leakage_uw=0.0006648
export IMPL_drt_total_wl_um=2671
export IMPL_simple_gate_area_share_pct=23.19
export IMPL_vias_per_cell=2.843
export IMPL_dp_hpwl_um=2134
export IMPL_port_buffers=65
export IMPL_antenna_found_initial=0
export IMPL_aoi_share_pct=0
export IMPL_critPathLaunchType="flop"
export IMPL_die_y_um=112
==> what timing repair did <==
item | CTS | global route
setup endpoints to repair | 32 | 14
hold buffers | 0 | 0
buffers inserted | 0 | 0
pin swaps | 0 | 0
hold endpoints to repair | 0 | 0
gates resized | 69 | 18
==> layer usage <==
metal / global-route usage (%) / wire, µm / up-vias
met5: 0 / 0 / -
met4: 1.015 / 58 / 0
met3: 1.900 / 267 / 5
met2: 7.071 / 1356 / 36
met1: 4.376 / 988 / 311
li1: - / - / 336
==> stage by stage <==
stage / hold slack [ns] / cells / setup WS, ns / TNS (ns) / instance area, µm²
floorplan: 0.2716 / 67 / 0.5089 / 0 / 863.3
global placement: 0.7586 / 235 / -0.09589 / -2.946 / 1643
detailed placement: 0.7602 / 235 / -0.1094 / -3.130 / 1643
CTS: 0.4513 / 242 / 0.009475 / 0 / 1713
global route: 0.4520 / 242 / 0.0003724 / 0 / 1692
finish: 0.4611 / 242 / 0.04406 / 0 / 1692
==> synth_stat cells <==
| master | count |
|---|---|
| buf_4 | 3 |
| dfxtp_1 | 32 |
| nor2b_1 | 32 |
==> area by class of cell <==
cell class              count  area, µm²
repair buffers             66      625.6
fillers                   884       6525
flip-flops and latches     32      656.9
clock buffers               6      72.57
multi-input cells          32      200.2
clock inverters             1      5.005
well taps                 105      131.4
==> power by group through the flow <==
| stage | logic (µW) | registers [µW] | clock network, µW |
|---|---|---|---|
| 5_1_grt | 299 | 1370 | 1030 |
| 6_report | 273 | 1370 | 928 |
| 4_1_cts | 290 | 1360 | 1000 |
==> cell usage in the layout, fill, tap and decap left out <==
| cell | synthesis | final |
|---|---|---|
| clkbuf_2 | 0 | 7 |
| clkbuf_1 | 0 | 1 |
| buf_12 | 0 | 1 |
| nor2b_1 | 32 | 32 |
| clkdlybuf4s15_1 | 0 | 23 |
| buf_2 | 0 | 2 |
| clkbuf_8 | 0 | 5 |
| dfxtp_1 | 32 | 19 |
| dfxtp_2 | 0 | 13 |
| clkinv_2 | 0 | 1 |
| clkdlybuf4s50_1 | 0 | 33 |
==> cells by family (layout without fill, tap and decap cells) <==
| kind of cell | after synthesis | after routing |
|---|---|---|
| buf+inv | 3 | 73 |
| flops | 32 | 32 |
| simple gates | 32 | 32 |
==> worst paths after layout <==
check | startpoint | to | slack (ns) | cells past startpoint
min | in[6] | out[6]$_SDFF_PP0_ | 0.46 | 2
max | out[26]$_SDFF_PP0_ | out[26] | 0.04 | 1
Power and IR drop assume default switching activity.
